**run.sh**
```bash
#!/bin/bash
# OpenROAD 26Q1-2900-gdf79404cd8, Yosys 0.63+post, stock flow scripts
make -C /OpenROAD-flow-scripts/flow DESIGN_CONFIG=/design/flow/config.mk WORK_HOME=/design/flow/orfs finish
```
**constraint.sdc**
```tcl
current_design registers

set clk_period 2.7
set clk_io_pct 0.2

create_clock -name clk0 -period $clk_period [get_ports {clk}]

set non_clock_inputs [all_inputs -no_clocks]
set_input_delay [expr $clk_period * $clk_io_pct] -clock clk0 $non_clock_inputs
set_output_delay [expr $clk_period * $clk_io_pct] -clock clk0 [all_outputs]
```
**design.v**
```verilog
module registers #(
  parameter n = 8,
  parameter registers_size = 3) (
  input wire clk, w,  
  input wire [n-1:0] write_data,
  input wire [registers_size-1:0] r_dest, r_source,
  input wire [n-1:0] inport,
  output logic [n-1:0] rd_data, rs_data,
  output logic [n-1:0] outport);
  logic [n-1:0] gpr [(1<<registers_size)-1:0];
  always_ff @ (posedge clk) begin
	if (w) begin
	  if(r_dest == 3'b010)
	    outport <= write_data;  
	  else begin
		gpr[r_dest] <= write_data;
		$strobe("GPR at time %0t: Wrote %h to gpr[%h]: %h", $time, write_data, r_dest, gpr[r_dest]);
	  end
	end
  end
  always_comb begin
    unique case(r_dest)
  	  3'b000: rd_data =  {n{1'b0}};
      3'b001: rd_data = inport;  
	  3'b010: rd_data = outport;  
	  default: rd_data = gpr[r_dest];
    endcase
    unique case(r_source)
  	  3'b000: rs_data =  {n{1'b0}};
      3'b001: rs_data = inport;
	  3'b010: rs_data = outport;
	  default: rs_data = gpr[r_source];
	endcase
  end	
endmodule  
```
**config.mk**
```make
export PLATFORM = sky130hd
export DESIGN_NAME = registers
export DESIGN_NICKNAME = registers
export VERILOG_FILES = /design/flow/design.v
export SDC_FILE = /design/flow/constraint.sdc
export NUM_CORES = 4
export LEC_CHECK = 1
export CORE_UTILIZATION = 50
```
==> flow_summary_export.csv <==
group,metric,value,unit
grt,grt_pass1_vias,2068,
cells_and_area,syn_to_final_growth,35.73,%
clock_tree,path_clk_slew,0.07,ns
final_timing,min_period,2.558,ns
grt,use_met3,0.1148,
final_timing,maxSlewHeadroom,0.8395,
final_timing,fin_crit_sh,0.9475,
synth,syn_inst,217,
route,routed_wl,6.586,mm
final_timing,tns,0,ns
cells_and_area,post-route-util,0.7161,
clock_tree,holdBufCountCts,0,
min_path,hold_path_class,"primary input to flop",
final_timing,max_slew.worst_pin.slew,0.2389,ns
grt,grtUsageTotal,0.2871,
synth,synth-area-yosys,2525,um^2
critical_path,worstSetupStartpointType,"primary input",
place,gp_congestion,0.8774,
synth,ys_seq_frac,0.5709,
critical_path,path_class,"primary input to output port",
final_timing,finalHoldViolations,0,
critical_path,crit_fanout,7,
route,vias,2085,
final_timing,timing.hold.ws,0.9319,ns
grt,grt_max_degree,17,
synth,yosysCellCount,217,
pwr,max-vdd-ir-drop,0.0003699,V
final_timing,finalSetupViolCount,0,
synth,synthesis.area,2525,um^2
clock_tree,clockBufferDepth,2,
synth,syn_avg_cell_area,11.64,um^2
synth,ys_seq_elements,48,
place,dp_hpwl,4.614,mm
place,portBuffers,47,
pwr,cellLeakagePower,0.001280,uW
critical_path,critical_path.endpoint_type,"output port",
critical_path,worstPathRequired,2.16,ns
floorplanning,dieWidth,73.06,um
floorplanning,die_area,5338,um^2
route,route.detailed.drc,0,
route,num_antenna_cells,0,
floorplanning,rows,25,
flow_run,maxCapViolCount,0,
route,antenna_left,0,
grt,top_usage_layer,"met1",
floorplanning,initCoreUtil,0.5276,
pwr,power_density,444.1,nW/um^2
synth,async_reset_ff_frac,0,
grt,grtUsageMet2,0.4372,
final_timing,rsz0062_at_grt,"false",
synth,synth-main-ff-cell,"edfxtp_1",
route,drt_iter0_markers,165,
grt,antenna_found_initial,0,
clock_tree,tritoncts,"done",
min_path,hold_path_depth,1,
route,drt-wirelength-per-cell,18.14,um
final_timing,drv_slew,0,
floorplanning,pin_count,48,
grt,overflow,0,
grt,grt_pass1_wl,10.25,mm
clock_tree,htreeDepth,2,
floorplanning,die_y,73.06,um
final_timing,fmax,390.9,MHz
route,via_per_inst,5.744,
route,drt_first_pass_iters,5,
synth,synth_cell_types,27,
cells_and_area,drive_above_1_share,0.2331,
flow_run,warning_count,27,
clock_tree,cts-root-buf,"clkbuf_8",
clock_tree,cts-buffers-inserted,5,
synth,synth-edff-count,48,
floorplanning,core-area,4786,um^2
synth,yosys_warnings,2,
run_status,outcome,"complete, no violations",
grt,grt_util_met1,0.4406,
clock_tree,cts_sinks,48,
critical_path,worstPathArrival,2.02,ns
-- critical path, stage by stage --
cell	delay (ns)
clkbuf_2	0.19
nand2_2	0.15
o21ai_0	0.10
or3_1	0.35
a31oi_1	0.20
clkdlybuf4s50_1	0.49
-- per-stage QoR --
stage	setup WS [ns]	power (uW)	instances	area, um^2
after floorplan	0.6951	992.4	217	2525
after global placement	-0.2635	1144	352	3266
after detailed placement	-0.2760	1152	352	3266
after CTS	-0.008218	1520	359	3391
after global routing	0.05708	1587	363	3427
final	0.1417	1522	363	3427
-- where the power goes --
part           internal (uW)  switching (uW)
registers                845            12.8
logic                    172             124
clock network            167             201
total                   1180             337
-- cell usage after synthesis, drive strengths merged, types with 3 or more instances --
cell / count / area [um^2]
edfxtp: 48 / 1441
mux4: 8 / 198.9
o21ai: 20 / 100.1
a21oi: 15 / 75.07
nand2: 16 / 60.06
nand3: 3 / 15.01
buf: 15 / 102.6
a22oi: 10 / 75.07
a31oi: 11 / 68.82
nor2b: 7 / 43.79
nand2b: 5 / 31.28
mux2: 8 / 90.09
or3: 5 / 31.28
nor2: 37 / 138.9
-- cells in the final DEF, fill, tap and decap left out, types with 2 or more instances in the layout --
cell type	n
mux4_1	5
clkbuf_8	5
nand2_1	14
inv_1	2
a31oi_1	10
a22oi_1	10
dlymetal6s2s_1	2
clkdlybuf4s50_1	40
buf_4	38
or3_1	5
nand3_1	3
buf_6	3
mux4_2	3
nor2b_2	2
a21oi_1	15
nand2b_1	5
o21ai_0	17
clkbuf_2	4
o21ai_1	3
nor2_1	37
edfxtp_1	48
nor2b_1	5
mux2_2	8
-- worst paths after layout --
| path | startpoint | to | slack, ns |
|---|---|---|---|
| setup / recovery | r_dest[2] | rd_data[7] | 0.14 |
| hold / removal | write_data[5] | gpr[3][5] | 0.93 |
-- per-layer routing --
layer / up-vias / wire [um]
met5: - / 0
li1: 972 / -
met1: 989 / 2692
met3: 10 / 652
met2: 114 / 3131
met4: 0 / 110
-- cells by family after synthesis --
kind of cell / after synthesis / synth area share
AND/OR/NAND/NOR: 77 / 0.1373
buffers and inverters: 19 / 0.04707
flip-flops: 48 / 0.5709
AND-OR/OR-AND: 57 / 0.1303
multiplexers: 16 / 0.1145
-- sequential cells by signal (all words and copies together), names as in the netlist --
name	flops
gpr	40
outport	8
-- cell type report --
type | count | area (um^2)
sequential | 48 | 1441
multi-input combinational | 150 | 994.7
clock buffer | 5 | 68.82
inverter | 2 | 7.507
tap | 67 | 83.83
fill | 343 | 1359
timing repair buffer | 91 | 830.8
-- repair_timing --
action                     in CTS  in global routing
pin swaps                       0                  5
gates cloned                    2                  1
buffers inserted                0                  3
resized                        14                 12
setup endpoints to repair      16                 16
Power is estimated from default activity; no workload was simulated.
