## run.sh

```bash
#!/bin/bash
# OpenROAD 26Q1-2900-gdf79404cd8, Yosys 0.63+post, stock flow scripts
make -C /OpenROAD-flow-scripts/flow DESIGN_CONFIG=/design/flow/config.mk WORK_HOME=/design/flow/orfs finish
```

## config.mk

```make
export PLATFORM = sky130hd
export DESIGN_NAME = alu
export DESIGN_NICKNAME = alu
export VERILOG_FILES = /design/flow/design.v
export SDC_FILE = /design/flow/constraint.sdc
export NUM_CORES = 4
export LEC_CHECK = 1
export CORE_UTILIZATION = 50
```

## constraint.sdc

```tcl
current_design alu

set clk_period 12.4
set clk_io_pct 0.2

create_clock -name clk0 -period $clk_period

set non_clock_inputs [all_inputs -no_clocks]
set_input_delay [expr $clk_period * $clk_io_pct] -clock clk0 $non_clock_inputs
set_output_delay [expr $clk_period * $clk_io_pct] -clock clk0 [all_outputs]
```

## design.v

```verilog
module alu #(
  parameter n = 8,
  parameter opcode_size = 3,
  parameter alu_code_size = 2) (
  input wire signed [n-1:0] a, b,  
  input logic [alu_code_size-1:0] func,  
  output logic signed [n-1:0] result  
);       
logic signed [15:0] multiplyResult;
assign multiplyResult = a * b;
logic[n-1:0] ar,b1;  
always_comb
begin
   b1 = b;
   ar = a+b1;  
end  
always_comb
begin
  unique case(func)
  	2'b00   : result = b;
	2'b10   : result = b;  
    2'b01  : begin
	   result = ar;  
	 end
	2'b11  : result = multiplyResult[14:7];  
	default: result = a;
   endcase
 end  
endmodule  
```

==> ci_impl_report.md <==
### Metrics collected by this job

| Metric | Value |
|---|---|
| Tot GR Track Use | `25.2%` |
| Crit-path max FO | `9` |
| Met2 GRT Util | `39.7%` |
| Unrepaired setup endpoints after global routing | `false` |
| DR vias/cell | `4.98` |
| Setup crit end kind | `output pin` |
| Clock buffers | `0` |
| Crit path cell chain | `clkdlybuf4s50_1, nand2_1, inv_1, fa_1, inv_1, fa_1, inv_1, fa_1, inv_1, fa_1, inv_1, ha_1, nand2_1, o21ai_1, a2111oi_2, o21bai_1, xnor2_1, o221ai_1, clkdlybuf4s50_1` |
| Die area | `5660 sq um` |
| Power per cell area | `142 nW/um^2` |
| Gp weighted congestion | `0.906` |
| DR WL/cell | `15.2 um` |
| Finish-stage setup viols | `0` |
| Maxcap violations | `0` |
| Maximum number of pins on one net before global-route repair | `17` |
| CP Class | `input port to output pin` |
| Setup bufs post-CTS | `0` |
| Met1 Use GR | `41.0%` |
| Post-DP HPWL | `5.32 mm` |
| Yosys synthesis chip area | `2680 sq um` |
| # IOs | `26` |
| Num rows | `26` |
| ANT cells | `0` |
| Yosys Instances | `311` |
| I/O Buffers | `26` |
| Worst path slowest cell | `clkdlybuf4s50_1` |
| Sequential share of the synthesized area | `0%` |
| Die W | `75.3 um` |
| Number of global-route vias before repair | `2052` |
| Max Fclk | `95.8 MHz` |
| Area post-placement | `3020 sq um` |
| CP peak stage delay | `0.64 ns` |
| GR Layer Usage met3 | `3.93%` |
| OpenROAD warning count | `32` |
| Final WL | `6.11 mm` |
| IR drop worst, VDD | `87.8 uV` |
| Final Critical Period | `10.44 ns` |
| Drt pass-1 iters | `4` |
| Cell area after synthesis | `2680 sq um` |
| CTS Hold Bufs | `0` |
| Post-Synthesis Cells | `311` |
| PostCTS Resize Cnt | `0` |
| Core Region | `5140 sq um` |
| Die y size | `75.3 um` |
| Ratio of cells with drive above 1 in the final layout | `2.10%` |
| First-pass GRT wire length | `9.89 mm` |
| Most used cell, CP | `inv_1` |
| Design area | `3020 sq um` |
| Flop count | `0` |
| Final Hold Viols | `0` |
| Floorplan core density | `52.2%` |
| Antenna violations before repair | `0` |
| CP delay by family, top | `adder cells` |
| DRC | `0` |
| WP data required | `9.92 ns` |
| Status | `complete, no violations` |
| CP bufs+invs | `7` |
| Worst hold path type | `input port to output pin` |
| Leak Pwr | `0.00147 uW` |
| Worst slew pin tran | `0.517 ns` |
| Detail Route Antenna Nets | `0` |
| Initial DRC count | `63` |
| Synthesized area per cell | `8.63 sq um` |
| Max-slew headroom | `65.4%` |
| Grt total ovfl | `0` |
| Total Neg Setup Slack | `0 ns` |
| Area Overhead vs Synth | `12.4%` |
| Distinct lib cells | `37` |
| YS warnings | `1` |
| Final Slew Violations | `0` |
| Worst Path Arrival | `7.96 ns` |
| Period utilization | `84.2%` |
| Most congested layer reported by global routing | `met1` |
| Crit path launch type | `input port` |
| Register area | `0 sq um` |
| Hold WS | `6.19 ns` |
| Total number of vias | `2005` |
-- synthesized netlist by cell type --
cell type	instances	area, sq um
a211oi_1	2	15.0
o21bai_1	3	22.5
o311ai_1	1	8.76
o21ai_2	2	17.5
nor3_1	1	5.00
a31oi_1	1	6.26
a21oi_1	11	55.1
o22a_1	1	8.76
xor2_1	6	52.6
nand3_1	2	10.0
nand2_1	16	60.1
o2111ai_1	2	17.5
fa_1	51	1020
ha_1	32	400
a211oi_4	1	20.0
nand3b_1	1	7.51
o21ai_0	6	30.0
a21oi_4	2	32.5
and2b_1	1	7.51
and3_1	1	6.26
nand2b_1	3	18.8
o21ai_1	2	10.0
o211ai_1	1	7.51
nor2_1	19	71.3
xnor2_1	13	114
clkbuf_1	4	15.0
and2_1	36	225
or2_1	1	6.26
a21o_1	2	15.0
mux2i_1	3	30.0
a2111oi_2	1	15.0
o211ai_4	1	21.3
or3_1	1	6.26
a41oi_1	1	8.76
inv_1	77	289
o221ai_1	2	17.5
and4_1	1	8.76
-- power by group --
group          internal, uW  leakage (uW)  switching [uW]
Sequential                0             0               0
Clock                     0             0               0
Combinational           193       0.00147             237
Total                   193       0.00147             237
-- tightest hold or removal path, stage by stage --
cell and delay, ns:
clkdlybuf4s50_1 0.60, nor2_1 0.17, a21oi_1 0.05, clkdlybuf4s50_1 0.41
-- final cells by class --
type               count  area [sq um]
well taps             70          87.6
repair buffers        26           260
multi-input cells    230          2380
inverters             77           289
fillers              513          2120
-- placed cells by master, fill, tap and decap left out, types with 3 or more instances in the layout --
cell type	instances
clkdlybuf4s50_1	26
inv_1	77
and2_1	36
ha_1	32
mux2i_1	3
xnor2_1	13
nor2_1	19
o21bai_1	3
nand2b_1	3
xor2_1	6
a21oi_1	11
fa_1	51
nand2_1	16
o21ai_0	6
-- layer usage --
layer / vias to the layer above / part of all wire [%]
li1: 1011 / -
met5: - / 0
met1: 955 / 52
met2: 39 / 43
met3: 0 / 4.4
met4: 0 / 0
-- cell families after synthesis --
| kind of cell | Yosys count | synth area share [%] |
|---|---|---|
| mux | 3 | 1.12 |
| fa+ha+maj | 83 | 53.0 |
| compound gates | 42 | 12.3 |
| simple gates | 83 | 16.1 |
| xor+xnor | 19 | 6.20 |
| buf+inv | 81 | 11.3 |
-- final timing paths --
path                  from   endpoint  cells past startpoint
worst min-delay path  b[0]  result[0]                      4
worst max-delay path  b[2]  result[7]                     19
-- metrics by stage --
| stage | total power (uW) | worst slack, ns | cells | util, % |
|---|---|---|---|---|
| final | 430 | 1.96 | 403 | 58.7 |
| after global routing | 495 | 1.61 | 403 | 58.7 |
| after detailed placement | 429 | 1.99 | 403 | 58.7 |
| after global placement | 433 | 2.01 | 403 | 58.7 |
| after CTS | 435 | 1.96 | 403 | 58.7 |
| after floorplan | 320 | 3.43 | 311 | - |
Power and IR drop assume default switching activity.
